==> design/flow/design.v <==
module alu(
    input wire [31:0] a,                 
    input wire [31:0] b,                 
    input wire [3:0] alu_control,        
    output wire [31:0] result,           
    output wire zero                     
);
wire [31:0] and_result;
wire [31:0] or_result;
wire [31:0] nor_result;
wire [31:0] add_result;
wire [31:0] sub_result;
wire [31:0] slt_result;
wire [31:0] zero_vector;
wire sub_overflow;
wire slt_bit;
assign zero_vector = 32'b0;
bitwise_and32 and_unit (
    .a(a),
    .b(b),
    .y(and_result)
);
bitwise_or32 or_unit (
    .a(a),
    .b(b),
    .y(or_result)
);
bitwise_nor32 nor_unit (
    .a(a),
    .b(b),
    .y(nor_result)
);
ripple_adder32 add_unit (
    .a(a),
    .b(b),
    .cin(1'b0),
    .sum(add_result),
    .cout(),
    .overflow()
);
wire [31:0] b_inverted;
bitwise_not32 invert_b (
    .a(b),
    .y(b_inverted)
);
ripple_adder32 sub_unit (
    .a(a),
    .b(b_inverted),
    .cin(1'b1),
    .sum(sub_result),
    .cout(),
    .overflow(sub_overflow)
);
slt_vector32 slt_vec (
    .lt(slt_bit),
    .result(slt_result)
);
slt_compare slt_cmp (
    .a(a),
    .b(b),
    .difference(sub_result),
    .overflow(sub_overflow),
    .lt(slt_bit)
);
mux16 #(32) result_mux (
    .in0(and_result),
    .in1(or_result),
    .in2(add_result),
    .in3(zero_vector),
    .in4(zero_vector),
    .in5(zero_vector),
    .in6(sub_result),
    .in7(slt_result),
    .in8(zero_vector),
    .in9(zero_vector),
    .in10(zero_vector),
    .in11(zero_vector),
    .in12(nor_result),
    .in13(zero_vector),
    .in14(zero_vector),
    .in15(zero_vector),
    .sel(alu_control),
    .y(result)
);
zero_detector32 zero_check (
    .value(result),
    .zero(zero)
);
endmodule
module full_adder (
    input wire a,
    input wire b,
    input wire cin,
    output wire sum,
    output wire cout
);
wire axorb;
wire and_ab;
wire and_ac;
wire and_bc;
xor (axorb, a, b);
xor (sum, axorb, cin);
and (and_ab, a, b);
and (and_ac, a, cin);
and (and_bc, b, cin);
or (cout, and_ab, and_ac, and_bc);
endmodule
module ripple_adder32 (
    input wire [31:0] a,
    input wire [31:0] b,
    input wire cin,
    output wire [31:0] sum,
    output wire cout,
    output wire overflow
);
wire [31:0] carry;
genvar i;
generate
    for (i = 0; i < 32; i = i + 1) begin : add_stage
        if (i == 0) begin
            full_adder fa0 (
                .a(a[i]),
                .b(b[i]),
                .cin(cin),
                .sum(sum[i]),
                .cout(carry[i])
            );
        end else begin
            full_adder faN (
                .a(a[i]),
                .b(b[i]),
                .cin(carry[i-1]),
                .sum(sum[i]),
                .cout(carry[i])
            );
        end
    end
endgenerate
assign cout = carry[31];
assign overflow = carry[31] ^ carry[30];
endmodule
module bitwise_and32 (
    input wire [31:0] a,
    input wire [31:0] b,
    output wire [31:0] y
);
genvar i;
generate
    for (i = 0; i < 32; i = i + 1) begin : and_bits
        and (y[i], a[i], b[i]);
    end
endgenerate
endmodule
module bitwise_or32 (
    input wire [31:0] a,
    input wire [31:0] b,
    output wire [31:0] y
);
genvar i;
generate
    for (i = 0; i < 32; i = i + 1) begin : or_bits
        or (y[i], a[i], b[i]);
    end
endgenerate
endmodule
module bitwise_nor32 (
    input wire [31:0] a,
    input wire [31:0] b,
    output wire [31:0] y
);
genvar i;
generate
    for (i = 0; i < 32; i = i + 1) begin : nor_bits
        nor (y[i], a[i], b[i]);
    end
endgenerate
endmodule
module bitwise_not32 (
    input wire [31:0] a,
    output wire [31:0] y
);
genvar i;
generate
    for (i = 0; i < 32; i = i + 1) begin : not_bits
        not (y[i], a[i]);
    end
endgenerate
endmodule
module slt_compare (
    input wire [31:0] a,
    input wire [31:0] b,
    input wire [31:0] difference,
    input wire overflow,
    output wire lt
);
wire sign_a;
wire sign_b;
wire diff_sign;
wire sign_differs;
wire sign_same;
wire lt_when_diff;
wire lt_same_raw;
wire lt_same_masked;
wire not_sign_b;
assign sign_a = a[31];
assign sign_b = b[31];
assign diff_sign = difference[31];
not (not_sign_b, sign_b);
xor (sign_differs, sign_a, sign_b);
not (sign_same, sign_differs);
xor (lt_same_raw, diff_sign, overflow);
and (lt_same_masked, lt_same_raw, sign_same);
and (lt_when_diff, sign_a, not_sign_b);
or (lt, lt_when_diff, lt_same_masked);
endmodule
module slt_vector32 (
    input wire lt,
    output wire [31:0] result
);
assign result[0] = lt;
genvar i;
generate
    for (i = 1; i < 32; i = i + 1) begin : slt_bits
        assign result[i] = 1'b0;
    end
endgenerate
endmodule
module mux2 #(parameter WIDTH = 32) (
    input wire [WIDTH-1:0] a,
    input wire [WIDTH-1:0] b,
    input wire sel,
    output wire [WIDTH-1:0] y
);
wire sel_n;
not (sel_n, sel);
genvar i;
generate
    for (i = 0; i < WIDTH; i = i + 1) begin : mux_bits
        wire a_sel;
        wire b_sel;
        and (a_sel, sel_n, a[i]);
        and (b_sel, sel, b[i]);
        or (y[i], a_sel, b_sel);
    end
endgenerate
endmodule
module mux16 #(parameter WIDTH = 32) (
    input wire [WIDTH-1:0] in0,
    input wire [WIDTH-1:0] in1,
    input wire [WIDTH-1:0] in2,
    input wire [WIDTH-1:0] in3,
    input wire [WIDTH-1:0] in4,
    input wire [WIDTH-1:0] in5,
    input wire [WIDTH-1:0] in6,
    input wire [WIDTH-1:0] in7,
    input wire [WIDTH-1:0] in8,
    input wire [WIDTH-1:0] in9,
    input wire [WIDTH-1:0] in10,
    input wire [WIDTH-1:0] in11,
    input wire [WIDTH-1:0] in12,
    input wire [WIDTH-1:0] in13,
    input wire [WIDTH-1:0] in14,
    input wire [WIDTH-1:0] in15,
    input wire [3:0] sel,
    output wire [WIDTH-1:0] y
);
wire [WIDTH-1:0] level1_0;
wire [WIDTH-1:0] level1_1;
wire [WIDTH-1:0] level1_2;
wire [WIDTH-1:0] level1_3;
wire [WIDTH-1:0] level1_4;
wire [WIDTH-1:0] level1_5;
wire [WIDTH-1:0] level1_6;
wire [WIDTH-1:0] level1_7;
mux2 #(WIDTH) mux_l1_0 (.a(in0),  .b(in1),  .sel(sel[0]), .y(level1_0));
mux2 #(WIDTH) mux_l1_1 (.a(in2),  .b(in3),  .sel(sel[0]), .y(level1_1));
mux2 #(WIDTH) mux_l1_2 (.a(in4),  .b(in5),  .sel(sel[0]), .y(level1_2));
mux2 #(WIDTH) mux_l1_3 (.a(in6),  .b(in7),  .sel(sel[0]), .y(level1_3));
mux2 #(WIDTH) mux_l1_4 (.a(in8),  .b(in9),  .sel(sel[0]), .y(level1_4));
mux2 #(WIDTH) mux_l1_5 (.a(in10), .b(in11), .sel(sel[0]), .y(level1_5));
mux2 #(WIDTH) mux_l1_6 (.a(in12), .b(in13), .sel(sel[0]), .y(level1_6));
mux2 #(WIDTH) mux_l1_7 (.a(in14), .b(in15), .sel(sel[0]), .y(level1_7));
wire [WIDTH-1:0] level2_0;
wire [WIDTH-1:0] level2_1;
wire [WIDTH-1:0] level2_2;
wire [WIDTH-1:0] level2_3;
mux2 #(WIDTH) mux_l2_0 (.a(level1_0), .b(level1_1), .sel(sel[1]), .y(level2_0));
mux2 #(WIDTH) mux_l2_1 (.a(level1_2), .b(level1_3), .sel(sel[1]), .y(level2_1));
mux2 #(WIDTH) mux_l2_2 (.a(level1_4), .b(level1_5), .sel(sel[1]), .y(level2_2));
mux2 #(WIDTH) mux_l2_3 (.a(level1_6), .b(level1_7), .sel(sel[1]), .y(level2_3));
wire [WIDTH-1:0] level3_0;
wire [WIDTH-1:0] level3_1;
mux2 #(WIDTH) mux_l3_0 (.a(level2_0), .b(level2_1), .sel(sel[2]), .y(level3_0));
mux2 #(WIDTH) mux_l3_1 (.a(level2_2), .b(level2_3), .sel(sel[2]), .y(level3_1));
mux2 #(WIDTH) mux_l4_0 (.a(level3_0), .b(level3_1), .sel(sel[3]), .y(y));
endmodule
module zero_detector32 (
    input wire [31:0] value,
    output wire zero
);
wire [15:0] level1;
wire [7:0] level2;
wire [3:0] level3;
wire [1:0] level4;
wire non_zero;
genvar i;
generate
    for (i = 0; i < 16; i = i + 1) begin : level1_gen
        or (level1[i], value[2*i], value[2*i+1]);
    end
endgenerate
generate
    for (i = 0; i < 8; i = i + 1) begin : level2_gen
        or (level2[i], level1[2*i], level1[2*i+1]);
    end
endgenerate
generate
    for (i = 0; i < 4; i = i + 1) begin : level3_gen
        or (level3[i], level2[2*i], level2[2*i+1]);
    end
endgenerate
generate
    for (i = 0; i < 2; i = i + 1) begin : level4_gen
        or (level4[i], level3[2*i], level3[2*i+1]);
    end
endgenerate
or (non_zero, level4[0], level4[1]);
not (zero, non_zero);
endmodule
==> design/flow/run.sh <==
#!/bin/bash
# OpenROAD 26Q1-2900-gdf79404cd8, Yosys 0.63+post, stock flow scripts
make -C /OpenROAD-flow-scripts/flow DESIGN_CONFIG=/design/flow/config.mk WORK_HOME=/design/flow/orfs finish
==> design/flow/config.mk <==
export PLATFORM = sky130hd
export DESIGN_NAME = alu
export DESIGN_NICKNAME = alu
export VERILOG_FILES = /design/flow/design.v
export SDC_FILE = /design/flow/constraint.sdc
export NUM_CORES = 4
export LEC_CHECK = 1
export CORE_UTILIZATION = 50
==> design/flow/constraint.sdc <==
current_design alu

set clk_period 18.7
set clk_io_pct 0.2

create_clock -name clk0 -period $clk_period

set non_clock_inputs [all_inputs -no_clocks]
set_input_delay [expr $clk_period * $clk_io_pct] -clock clk0 $non_clock_inputs
set_output_delay [expr $clk_period * $clk_io_pct] -clock clk0 [all_outputs]
==> flow_summary.toml <==
# generated from flow reports
[synthesis]
postSynthSeqShare = 0
synth_area_per_cell_um2 = 8.31
yosys_area_um2 = 4330
ys_warn_count = 0
ys_types = 44
synth_area_um2 = 4330
netlist_instances = 521
yosys_cells = 521

[status]
violations = "negative setup slack"
status = "finished, violations left"

[grt]
grt_pass1_vias = 3827
grt_max_degree = 88
grt-ovfl-total = 0
grt_pass1_wl_mm = 18.5
antenna_found_initial = 0
gr-usage-all-layers = 0.274

[placement]
gp_congestion = 0.881
dp.cells = 714
io_buffers = 101
dpl.hpwl_mm = 8.35
place_area_um2 = 5530

[sta]
setup_violations = 5
setup_ws_ns = -0.743
holdWs_ns = 8.39
max_slew_margin = 0.406
layout_min_cycle_time_ns = 19.44
fin_crit_sh = 1.04
slew_violations = 0
rsz0062_at_grt = "true"
max_freq_mhz = 51.4
hold_viol = 0
max_slew.worst_pin.slew_ns = 0.886

[setup_path]
cpMaxStageDelayCell = "fa_2"
critPathMostFrequentCell = "fa_2"
path_buffers = 4
setup.worst_path.end_class = "output port"
start_kind = "input port"
crit_required_ns = 14.96
worstSetupPathType = "in -> out"
crit_family = "adder cells"
slowest_delay_ns = 0.38
cp_max_fo = 2
path_depth = 41
arrival_ns = 15.70

[finish]
final_area_um2 = 5640
lay_top_count = "clkdlybuf4s50_1"
drive_gt1_frac = 0.198
nClkBuffers = 0
flop_area_um2 = 0
fin_cells = 720
syn_to_final_growth_pct = 30.3
fill_cells = 659
layout.area.comb_um2 = 4010
nFlopsAndLatches = 0
lay_top_cells = "86 x clkdlybuf4s50_1, 64 x ha_1, 62 x inv_1, 59 x fa_2, 38 x a21boi_0"

[power]
power.density_nw_per_um2 = 25.2
p_leak_nw = 2.41
ir_drop_uv = 17.8

[hold_path]
hp-class = "in -> out"
min_path_cells = 5

[detailed_routing]
drt_iter0_drc = 198
vias = 3943
ant_nets = 0
viasPerCell = 5.48
route.detailed.wl_per_inst_um = 15.9
route.detailed.drc = 0
antenna_cells = 0
dr.pass1.iters = 5
routed_wirelength_mm = 11.4

[floorplan]
ios = 101
rows = 33
core_area_um2 = 8300
chipHeight_um = 95.1
fp_util = 0.522
die_area_um2 = 9030
die_x_um = 95.1

[run]
maxCapViolCount = 0
warning_count = 100

[cts]
cts_hold_buf = 0
==> worst paths after layout <==
kind	startpoint	to
max	a[0]	zero
min	alu_control[3]	result[30]
==> per-stage QoR <==
stage	utilization	total power, mW	setup slack, ns	setup TNS [ns]
final	0.680	0.142	-0.743	-2.44
after global routing	0.680	0.161	-1.08	-3.91
after CTS	0.675	0.141	-0.982	-3.74
after detailed placement	0.666	0.138	-1.83	-7.98
after global placement	0.666	0.136	-1.85	-8.25
after floorplan	-	0.0797	-0.0988	-0.0988
==> what timing repair did <==
action	CTS	global route
setup endpoints to repair	8	7
gates resized	47	15
setup buffers	5	3
pin swaps	8	4
==> Yosys cell counts (14+ instances only) <==
cell	instances	area, µm²
ha_1	66	826
inv_1	66	248
fa_1	60	1200
a21boi_0	39	293
a21oi_1	32	160
nor2_1	31	116
o21ai_0	25	125
nor2b_1	23	144
nor3_1	21	105
or3_1	17	106
and2_1	16	100
o221ai_1	16	140
buf_2	14	70.1
==> layer usage <==
metal | track usage | vias up | wire length, µm
li1 | - | 1933 | -
met4 | 0.0316 | 0 | 93
met1 | 0.434 | 1869 | 5520
met5 | 0 | - | 0
met2 | 0.421 | 133 | 5070
met3 | 0.0479 | 8 | 758
==> power breakdown <==
group / switching [mW] / total, mW / internal (mW)
sequential: 0 / 0 / 0
combinational: 0.0675 / 0.142 / 0.0746
clock: 0 / 0 / 0
==> layout make-up <==
class	count	area share
Multi-Input combinational cell	412	0.710
Timing Repair Buffer	134	0.220
Inverter	69	0.0464
Tap cell	105	0.0233
==> cells by family (layout without fill, tap and decap cells) <==
family	count (synthesis)	after routing	synth area share
AOI/OAI and AO/OA	153	153	0.242
and+or+nand+nor	130	130	0.162
adders and majority gates	126	126	0.468
buffers and inverters	109	203	0.122
xor gates and xnor gates	2	2	0.00405
muxes	1	1	0.00231
Power figures rest on the tool's default switching activity, not on a simulated workload.
